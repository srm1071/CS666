`flow/config.mk`:
```
export PLATFORM = sky130hd
export DESIGN_NAME = extended_euclidean
export DESIGN_NICKNAME = extended_euclidean
export VERILOG_FILES = /design/flow/design.v
export SDC_FILE = /design/flow/constraint.sdc
export NUM_CORES = 4
export LEC_CHECK = 1
export CORE_UTILIZATION = 50
```
`flow/constraint.sdc`:
```
current_design extended_euclidean

set clk_period 2.2
set clk_io_pct 0.2

create_clock -name clk0 -period $clk_period [get_ports {clk}]

set non_clock_inputs [all_inputs -no_clocks]
set_input_delay [expr $clk_period * $clk_io_pct] -clock clk0 $non_clock_inputs
set_output_delay [expr $clk_period * $clk_io_pct] -clock clk0 [all_outputs]
```
`flow/design.v`:
```
`timescale 1ps/1ps
module extended_euclidean (
    a_inverse, prime, a, clk
);
    output [7:0] a_inverse;
    input[7:0] prime, a;
    input clk;
    reg[7:0] A, B, quotient, remainder, T, result;
    reg[7:0] T1=8'b00000000;
    reg[7:0] T2=8'b00000001;
    reg [2:0] state;
    parameter load = 0;
    parameter compute_QR = 1;
    parameter compute_T = 2;
    parameter shift = 3;
    parameter complete = 4;
    assign a_inverse = result;
    always @(posedge clk ) begin 
        case(state)
            load: state <= compute_QR;
            compute_QR: state <= compute_T;
            compute_T: state <= shift;
            shift: 
                begin 
                    if (A == 0) 
                        state <= complete;
                    else
                        state <= compute_QR;
                end
            complete: state <= complete;
            default: state <= load;
        endcase
    end
    always @(state) begin 
        case(state)
            load:
                begin 
                    B = prime;
                    A = a;
                end
            compute_QR: 
                begin 
                    quotient = B / A;
                    remainder = B % A;
                end
            compute_T: T = T1-(T2*quotient); 
            shift: 
                begin 
                    B = A;
                    A = remainder;
                    T1 = T2;
                    T2 = T;
                end
            complete: result = T1;
        endcase
    end
endmodule
```
`flow/run.sh`:
```
#!/bin/bash
# OpenROAD 26Q1-2900-gdf79404cd8, Yosys 0.63+post, stock flow scripts
make -C /OpenROAD-flow-scripts/flow DESIGN_CONFIG=/design/flow/config.mk WORK_HOME=/design/flow/orfs finish
```
==> metrics.cfg <==
[run_status]
status=finished, final reports clean

[grt]
first_global_vias=3370
grt_start_max_net_pins=26
grt_pass1_wl_mm=16.0
gr-total-overflow=0
grt_usage_pct=23.3
grt_antenna_before_repair=0

[clocking]
ctsResizeCount=0
htreeDepth=1
cts_buffer_depth=2
clk_pin_slew_ps=30
cts_setup_buffers=0
cts_tree=yes
clockRootBuffer=clkbuf_8
cts-hold-fix-buffers=0
insertion_delay_ps=210
cts_buffers=3

[synth]
synth_warnings=109
synth_cell_types=62
postSynth.asyncResetShare_pct=0
top_area_share_pct=17.3
ys_cells=527
syn_avg_cell_area_um2=8.26
syn-cell-area_mm2=0.00435
ff_type=dlxtp_1
yosys.area.top_type=ha_1
ys_area_mm2=0.00435
ys_ff=67
syn_inst=527
edf_count=0
top_cells_by_area=ha_1, dlxtp_1, fa_1, nand2_1, dlxtn_1

[placed_design]
place_area_mm2=0.00474
dpl.hpwl_mm=7.79
port_buffers=24
place_congestion=0.905

[critical_path]
critical_path_required_ps=2310
start_kind=flip-flop
crit_path_end_kind=flip-flop
crit_type=flip-flop to flip-flop
worst_ep_arrival_time_ps=1370
cp_max_fo=25

[die]
fp-utilization_pct=52.4
die_width_um=95.3
die_h_um=95.3
core_mm2=0.00830
fp-row-count=33
dieArea_mm2=0.00908
io_pins=25

[sta]
fmax_ghz=0.792
min_period_ps=1260
finalSetupViolations=0
untimed_endpoints=72
maxSlewViolCount=0
finClkSkew_ps=0.612
fin_crit_sh_pct=57.4
hold_viol_final=0
unclocked_pins=64
rsz0062_at_grt=false
worst_pin_slew_ps=697
fin_tns_setup_ps=0
relSlewSlack_pct=53.1

[layout]
final_cell_mix=nand2_1, ha_1, inv_1
comb_area_mm2=0.00309
fillers=768
area_growth_pct=9.86
design_area_mm2=0.00478
register_area_mm2=0.00102
drive_above_1_share_pct=6.16
lay_top_count=nand2_1
fin_util_pct=57.6

[run]
max_cap_viol_count=0
warning_count=29

[detailed_routing]
vias=3542
antenna_cells=0
drtPass1Iterations=4
remaining_drc_errors=0
drt_iter0_markers=109
wl_mm=9.50
routedWlPerCell_um=14.5
ant_nets=0
vias_per_cell=5.39

[hold_path]
hp-class=flip-flop to flip-flop

==> cell families after synthesis <==
family,Yosys count,synth area share [%]
simple gates,171,19.1
compound gates,103,17.0
fa+ha+maj,77,25.1
buf+inv,64,5.58
latches,64,22.1
xor+xnor,33,6.64
mux,12,3.13
flops,3,1.38
==> metrics by stage <==
stage | std cells | hold WS [ps] | setup slack, ps
floorplan | 527 | 447 | 798
global placement | 653 | 463 | 972
detailed placement | 653 | 476 | 952
CTS | 657 | 489 | 938
global route | 657 | 552 | 823
finish | 657 | 492 | 938
==> synth_stat cells (8+ instances only) <==
library cell / number
nand2b_1: 9
inv_1: 52
nor3_1: 13
xor2_1: 10
o211ai_1: 8
o21a_1: 11
and2_1: 12
clkbuf_1: 8
dlxtn_1: 16
nor2_1: 28
dlxtp_1: 48
fa_1: 17
ha_1: 60
a21oi_1: 22
xnor2_1: 23
nand2_1: 72
o21ai_0: 23
==> worst paths after layout <==
kind / from / end / slack (ps) / cells after the start
worst max-delay path: state[2] / state[2] / 940 / 4
worst min register to register: state[2] / state[0] / 490 / 1
worst min-delay path: state[2] / state[0] / 490 / 1
worst max register to register: state[2] / state[2] / 940 / 4
==> final cells by class <==
class | instances | area share, %
tap | 105 | 2.75
sequential | 67 | 21.4
inverter | 54 | 4.24
multi-input combinational | 396 | 64.6
timing repair buffer | 31 | 6.12
clock buffer | 4 | 0.942
==> layer usage <==
metal | GRT usage, % | routed length (um) | share of wire (%)
met5 | 0 | 0 | 0
met4 | 3.03 | 133 | 1.4
met3 | 1.14 | 136 | 1.4
met2 | 41.1 | 4660 | 49
met1 | 32.8 | 4570 | 48
==> critical path, cell delays in order (launching register included) <==
cell	delay [ps]
dfxtp_1	380
nand3b_1	140
buf_4	260
clkinv_1	120
a31o_2	250
==> registers in the layout, indices dropped and copies added (netlist names) <==
signal	flops
A	8
B	8
T	8
T1	8
T2	8
quotient	8
remainder	8
result	8
state	3
