==> flow/design.v <==
`timescale 1ns / 1ps
`timescale 1ns / 1ps
module adder1(l0,l1,carry,mode,sum,carry_out);
input l0,l1,carry,mode;
output reg sum;
output reg carry_out;
always@(l0 or l1 or carry)
begin
    sum<=l0^l1^carry;
    carry_out<= (l0 & carry) | (l0 & l1) | (l1 & carry);
end
endmodule
module adder8(data0,data1,mode,sum,final_carry_out);
input [0:7] data0, data1;
input mode;
output [0:7]sum;
output final_carry_out;
wire carry1,carry2,carry3,carry4;
wire carry5,carry6,carry7;
reg carryx;
always@(mode)
begin
if (mode==1)
    carryx<=1'b0;
else
    carryx<=1'b1;
end
adder1 A1(data0[0],data1[0]^carryx,carryx,mode,sum[0],carry1);
adder1 A2(data0[1],data1[1]^carryx,carry1,mode,sum[1],carry2);
adder1 A3(data0[2],data1[2]^carryx,carry2,mode,sum[2],carry3);
adder1 A4(data0[3],data1[3]^carryx,carry3,mode,sum[3],carry4);
adder1 A5(data0[4],data1[4]^carryx,carry4,mode,sum[4],carry5);
adder1 A6(data0[5],data1[5]^carryx,carry5,mode,sum[5],carry6);
adder1 A7(data0[6],data1[6]^carryx,carry6,mode,sum[6],carry7);
adder1 A8(data0[7],data1[7]^carryx,carry7,mode,sum[7],final_carry_out);
endmodule
==> flow/run.sh <==
#!/bin/bash
# OpenROAD 26Q1-2900-gdf79404cd8, Yosys 0.63+post, stock flow scripts
make -C /OpenROAD-flow-scripts/flow DESIGN_CONFIG=/design/flow/config.mk WORK_HOME=/design/flow/orfs finish
==> flow/config.mk <==
export PLATFORM = sky130hd
export DESIGN_NAME = adder8
export DESIGN_NICKNAME = adder8
export VERILOG_FILES = /design/flow/design.v
export SDC_FILE = /design/flow/constraint.sdc
export NUM_CORES = 4
export LEC_CHECK = 1
export CORE_AREA = 10 10 70 70
export DIE_AREA = 0 0 80 80
==> flow/constraint.sdc <==
current_design adder8

set clk_period 3.6
set clk_io_pct 0.2

create_clock -name clk0 -period $clk_period

set non_clock_inputs [all_inputs -no_clocks]
set_input_delay [expr $clk_period * $clk_io_pct] -clock clk0 $non_clock_inputs
set_output_delay [expr $clk_period * $clk_io_pct] -clock clk0 [all_outputs]
==> run_results.csv <==
group,metric,value,unit
worst_setup_path,worst_path_most_repeated_cell,"sky130_fd_sc_hd__fa_2",
timing,fmax,0.230,GHz
pwr,p_leak,0.272,nW
worst_setup_path,critPathTopFamily,"adder cells",
clock_network,post_cts_hold_buffer_count,0,
worst_setup_path,timing.critical_path.slowest_stage_cell,"sky130_fd_sc_hd__fa_1",
synthesis,synth-cells-yosys,39,
timing,hold_slack,1.98,ns
worst_setup_path,cp_cell_sequence,"buf_8 > xor2_2 > fa_2 > fa_2 > fa_2 > fa_2 > fa_2 > fa_2 > inv_2 > fa_1 > buf_2",
global_route,pin_count_of_the_biggest_net_entering_global_routing,7,
pwr,peak_vdd_ir,0.0000709,V
global_route,groute.usage.overall,0.0284,
final_layout,nFlopsAndLatches,0,
placement,area_after_dpl,623,µm²
route,totalWireLength,882,µm
worst_setup_path,cp_max_stage_delay,0.37,ns
timing,rsz0062_at_grt,"yes",
worst_setup_path,required,2.88,ns
timing,setup_viol,4,
placement,detailed_place_hpwl,851,µm
route,routed_wire_length_per_instance,8.48,µm
synthesis,yosysWarningCount,2,
timing,fin_crit_sh,1.21,
synthesis,ys_types,8,
final_layout,ff_latch_area,0,µm²
floorplanning,ports_placed_on_the_boundary,26,
status,outcome,"complete, but fails checks",
placement,dp_worst_setup_slack,-1.54,ns
final_layout,layout.cell_area.non_filler,616,µm²
final_layout,final_layout_size_suffix_gt1_frac,0.379,
pwr,pwr_dens,162,nW/µm²
placement,gp_congestion,0.774,
floorplanning,dieWidth,80,µm
route,detailedRoute.firstIterationViolations,1,
placement,placement.io_buffers,26,
status,violations,"setup timing",
worst_setup_path,critPathKind,"in -> out",
timing,timing.setup.tns,-1.86,ns
route,diodes,0,
global_route,antenna_found_initial,0,
worst_setup_path,worstSetupStartpointType,"input pin",
global_route,grt_pass1_wl,1450,µm
pwr,total_power,0.0000999,W
route,detail_route.vias_per_cell,2.51,
synthesis,post_synth_instance_area,339,µm²
flow_run,max-cap-violations,0,
final_layout,total_of_clock_buffers_placed_in_the_layout,0,
timing,timing.final.hold_violations,0,
timing,setup_slack,-0.740,ns
timing,slew_violations,0,
synthesis,yosysChipArea,339,µm²
synthesis,synthCells,39,
worst_setup_path,path_max_fanout,1,
synthesis,postSynthAreaPerCell,8.69,µm²
timing,worst_case_headroom_to_the_max_slew_limit,0.865,
worst_setup_path,worst_ep_arrival_time,3.62,ns
timing,worstMarginPinSlew,0.202,ns
floorplanning,placementRows,21,
route,remaining_drc_errors,0,
route,drtAntennaViolNets,0,
worst_hold_path,hold_path.class,"in -> out",
floorplanning,die-area,6400,µm²
global_route,first_global_vias,332,
floorplanning,initCoreUtil,0.0993,
flow_run,log.warning_count,35,
global_route,overflow,0,
synthesis,synth.yosys.seq_area_share,0,
worst_setup_path,worstPathBufferInverterCount,3,
floorplanning,floorplan.core_area,3420,µm²
route,drt-pass1-iter-count,2,
final_layout,filler_cell_count,389,
final_layout,syn2layout_area_growth,81.5,%
worst_setup_path,critical_path.endpoint_type,"output pin",
route,routed-via-count,261,
floorplanning,die_h,80,µm
timing,period_needed,4.34,ns
[synth_stat cells]
library cell | count | area, µm²
sky130_fd_sc_hd__a21oi_1 | 1 | 5.00
sky130_fd_sc_hd__buf_4 | 8 | 60.1
sky130_fd_sc_hd__buf_6 | 1 | 11.3
sky130_fd_sc_hd__fa_1 | 7 | 140
sky130_fd_sc_hd__inv_1 | 13 | 48.8
sky130_fd_sc_hd__nor2_1 | 1 | 3.75
sky130_fd_sc_hd__xnor2_1 | 1 | 8.76
sky130_fd_sc_hd__xor2_1 | 7 | 61.3
[layer usage]
metal	up-vias	GRT usage	wire (µm)
met1	102	0.0412	439
met5	-	0	0
met3	0	0.0239	246
li1	133	-	-
met2	26	0.0321	196
met4	0	0	0
[power by group]
part / switching [W] / total, W / internal (W)
Combinational: 0.0000353 / 0.0000999 / 0.0000646
Clock: 0 / 0 / 0
Sequential: 0 / 0 / 0
Total: 0.0000353 / 0.0000999 / 0.0000646
[worst min-delay path, cell delays in order]
cell and delay (ns):
sky130_fd_sc_hd__buf_8 0.08, sky130_fd_sc_hd__xor2_1 0.05, sky130_fd_sc_hd__clkdlybuf4s50_1 0.40
[path summary, 6_finish.rpt]
kind	startpoint	end	slack (ns)	cells after the start
worst max-delay path	data1[1]	sum[7]	-0.74	11
worst min-delay path	data1[0]	sum[0]	1.98	3
[cell type report]
class              count  area [µm²]  share of cell area
multi-input cells     17         253               0.411
repair buffers        28         256               0.417
inverters             13        48.8              0.0793
well taps             46        57.6              0.0935
[layout by cell type (no fill, tap or decap)]
cell type                         netlist  routed
sky130_fd_sc_hd__buf_8                  0       2
sky130_fd_sc_hd__xor2_1                 7       6
sky130_fd_sc_hd__buf_6                  1       1
sky130_fd_sc_hd__inv_2                  0       2
sky130_fd_sc_hd__fa_2                   0       6
sky130_fd_sc_hd__xor2_2                 0       1
sky130_fd_sc_hd__a21oi_2                0       1
sky130_fd_sc_hd__nor2_4                 0       1
sky130_fd_sc_hd__clkdlybuf4s15_1        0       1
sky130_fd_sc_hd__fa_1                   7       1
sky130_fd_sc_hd__buf_4                  8       2
sky130_fd_sc_hd__buf_2                  0       6
sky130_fd_sc_hd__xnor2_1                1       1
sky130_fd_sc_hd__clkdlybuf4s50_1        0      16
sky130_fd_sc_hd__inv_1                 13      11
[through the flow]
stage	cells	utilization
after global placement	104	0.182
after global routing	104	0.180
after CTS	104	0.179
after floorplan	39	-
after detailed placement	104	0.182
final	104	0.180
[what timing repair did]
item	4_1_cts	5_1_grt
resized	42	3
endpoints found under the setup margin	6	5
buffers inserted	0	0
pin swaps	10	6
[cells by family (layout without fill, tap and decap cells)]
| family | count (synthesis) | in the layout | share of synthesized area |
|---|---|---|---|
| buffers and inverters | 22 | 41 | 0.354 |
| AOI/OAI and AO/OA | 1 | 1 | 0.0147 |
| adders and majority gates | 7 | 7 | 0.413 |
| xor gates and xnor gates | 8 | 8 | 0.207 |
| and+or+nand+nor | 1 | 1 | 0.0111 |
Power is estimated from default activity; no workload was simulated.
