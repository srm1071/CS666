**design/flow/run.sh**
```bash
#!/bin/bash
# OpenROAD 26Q1-2900-gdf79404cd8, Yosys 0.63+post, stock flow scripts
make -C /OpenROAD-flow-scripts/flow DESIGN_CONFIG=/design/flow/config.mk WORK_HOME=/design/flow/orfs finish
```
**design/flow/config.mk**
```make
export PLATFORM = sky130hd
export DESIGN_NAME = lfsr
export DESIGN_NICKNAME = lfsr
export VERILOG_FILES = /design/flow/design.v
export SDC_FILE = /design/flow/constraint.sdc
export NUM_CORES = 4
export LEC_CHECK = 1
export CORE_AREA = 10 10 107 107
export DIE_AREA = 0 0 117 117
```
**design/flow/constraint.sdc**
```tcl
current_design lfsr

set clk_period 1.5
set clk_io_pct 0.2

create_clock -name clk0 -period $clk_period [get_ports {clk}]

set non_clock_inputs [all_inputs -no_clocks]
set_input_delay [expr $clk_period * $clk_io_pct] -clock clk0 $non_clock_inputs
set_output_delay [expr $clk_period * $clk_io_pct] -clock clk0 [all_outputs]
```
**design/flow/design.v**
```verilog
`timescale 1ns / 1ps
`timescale 1ns / 1ps
module dflip(d,clk,reset,Q);
input d,clk,reset;
output reg Q;
always@(posedge clk)
    if(!reset)
        Q<=d;
    else
        Q<=0;
endmodule
module lfsr(start,seed1,clk,reset,out);
input [15:0]seed1;
input clk,reset,start;
output [15:0] out;
wire out1;
wire [0:14]qd;
parameter n=14;
reg [15:0]seed;
genvar i;
  generate
  for(i=0; i<=n; i=i+1)
     dflip D(.d(seed[i]),.clk(clk),.reset(reset),.Q(qd[i]));
  endgenerate
dflip D_last(.d(seed[15]),.clk(clk),.reset(reset),.Q(out1));
always@(posedge clk)
if(start)
begin
    seed[0]<=out1;
    seed[1]<=qd[0];
    seed[2]<=qd[1]^out1;
    seed[3]<=qd[2]^out1;
    seed[4]<=qd[3];
    seed[5]<=qd[4]^out1;
    seed[6]<=qd[5];
    seed[7]<=qd[6];
    seed[8]<=qd[7];
    seed[9]<=qd[8];
    seed[10]<=qd[9];
    seed[11]<=qd[10];
    seed[12]<=qd[11];
    seed[13]<=qd[12];
    seed[14]<=qd[13];
    seed[15]<=qd[14];
end
else
    seed[15:0]=seed1[15:0];
assign out={qd,out1};
endmodule
```
==> run summary <==
Latest figures from synthesis and place and route.

The share of the clock period used by the worst path is 0.9559. OpenSTA lists the critical path endpoint as out[0]. The cell count after synthesis is 89. For this run, design rule violations remaining after detail routing come to 0. The fraction of the core area occupied by cells at floorplan is 0.1223. Across all checked pins, the minimum headroom to the slew limit is 0.8835. Setup slack on the worst path after placement came out at 0.05580 ns. The data required time of the critical path is 1.20 ns. Along the critical path, the tally of buffer and inverter instances is 1. The final worst-path setup slack is 0.06610 ns. The internal portion of the total power is 0.001380 W.

The OpenROAD warning count is 25. The script computed a power per unit cell area of 1104 nW/um^2. The slew at the pin with the worst max-slew slack is 0.1747 ns. The iteration count of the initial detailed-routing pass is 2. Port buffering added 34 buffers. The height of the die is 117 um. The stat command in Yosys gives a chip area of 1125 sq um.

The min-delay analysis places its worst path in the category reg -> reg. The number of buffers on the longest clock path is 2. Per the timing report, the achievable frequency comes out to 0.6974 GHz. The critical path maximum fanout is 5.

The area of the die is 13690 sq um. The switching power summed over all nets is 0.0003570 W. The clock share of power is 0.345.

The leakage component of the power is 0.6244 nW. The first-pass GRT wire length is 3912 um. The area of combinational cells with multiple inputs is 329.1 sq um. The total via count in the routed design is 613. The final core utilization is 0.1712. Counting endpoints that fail hold in the final report gives 0.

The total routing usage reported by global routing is 0.03949. The overall overflow remaining after global route is 0. The cell at the root of the clock tree is sky130_fd_sc_hd__clkbuf_8. The routed design shows a via density per instance of 2.712. The clock slew seen by the registers of the worst setup and hold paths is 0.06 ns. Of the total power, the share spent switching nets is 0.2055. The CTS buffer count is 5.

The timing report gives the worst reg2reg path a setup slack of 0.75 ns. The critical path's slowest stage uses the library cell sky130_fd_sc_hd__clkdlybuf4s50_1. The final RePlAce weighted congestion is 0.7326. For the worst reg-to-reg path, the startpoint reported by OpenROAD is D_last.Q. The clock network latency to the later pin of the worst-skew pair is 0.28 ns. For this design the top-level I/O count stands at 35. The post-synthesis sequential element count is 32. Setup repair after global routing left no endpoint under its margin.

The capture point of the worst reg-to-reg path is seed[5]. The delay of the slowest cell on the worst path is 0.48 ns. The final setup violation count is 0. The number of stages on the worst setup path is 1. Summing all flip-flop and latch instances after layout gives 645.6 sq um. Counting I/O delays and the setup requirement, the final critical path takes 1.434 ns. In the placement report, post-DP HPWL is listed as 2000 um. STA classifies the critical path endpoint as a primary output. TritonCTS built the clock tree. The report counts max-capacitance violations totalling 0. Summing every instance area after synthesis gives 1125 sq um. In this design, the largest share of critical-path delay is due to buffers and inverters. Hold repair after CTS inserted 0 buffers. The final max-slew violation count recorded for this run is 0. The site row count is 35. The final report lists a non-filler cell total of 226.

The core region is 9196 sq um. The maximum VDD drop is 276.6 uV. The register share after synthesis is 0.5695. The combinational power share is 0.114. The number of global-route vias before repair was 643. The final antenna diode tally reported by the flow is 0. Summed over all failing endpoints, the final setup total negative slack is 0 ns. The setup path with the least slack is of type reg -> out.

The number of design-rule violations left by the first detailed-router iteration is 31. The post-synthesis cell count from yosys is 89. In the final layout, the share of cells above drive strength 1 is 0.2174.

The yosys warning tally is 2. STA classifies the critical path startpoint as a flip-flop. The horizontal die dimension reported for this design is 117 um. The synthesis-to-layout area growth is 39.93%. The final antenna-violating net count is 0. The post-detailed-routing wire length is 2585 um. Per the detail_route report, routed wire per instance is 11.44 um. The filler cell count in the final layout is 1023. Of the total power, registers draw 0.541. The H-tree depth is 2. The run finished with clean final reports.

The cell count after placement is 219. STA shows the worst reg2reg path with a cell count of 2. At the worst endpoint, the arrival time is 1.13 ns.

The maximum number of pins on one net before global-route repair is 17. Per the post-synthesis stats, the area per cell is 12.64 sq um. The launch point of the worst path is D_last.Q.

The initial antenna violation count is 0. The count of distinct cell types in the synthesized netlist is 12. The clock arrives with 0.004171 ns of skew. The cell sequence reported for the critical path is clkdlybuf4s50_1. The clock net in this run drives a total of 32 sinks.
==> cells in the final DEF, fill, tap and decap left out, drive strengths merged <==
master,instances
clkdlybuf4s50,34
nor2,3
xnor2,3
dfxtp,32
a21oi,3
nor2b,4
buf,4
clkinv,1
clkbuf,6
and2b,12
mux2,13
==> synth_stat cells <==
cell                       number  area, sq um
sky130_fd_sc_hd__nor2b_1        4        25.02
sky130_fd_sc_hd__mux2_4         4        60.06
sky130_fd_sc_hd__nor2_1         3        11.26
sky130_fd_sc_hd__buf_12         1        20.02
sky130_fd_sc_hd__buf_6          1        11.26
sky130_fd_sc_hd__clkbuf_1       1        3.750
sky130_fd_sc_hd__mux2_2         9        101.4
sky130_fd_sc_hd__a21oi_1        3        15.01
sky130_fd_sc_hd__and2b_1       12        90.09
sky130_fd_sc_hd__xnor2_1        3        26.28
sky130_fd_sc_hd__buf_4         16        120.1
sky130_fd_sc_hd__dfxtp_1       32        640.6
==> metrics by stage <==
stage	hold WS, ns	power, W	area [sq um]
5_1_grt	0.4554	0.001836	1574
3_3_place_gp	0.4154	0.001162	1491
2_1_floorplan	0.3716	0.001068	1125
3_5_place_dp	0.4190	0.001162	1491
6_report	0.4314	0.001737	1574
4_1_cts	0.4386	0.001777	1573
==> state kept, by name, indices dropped and copies added, names as in the netlist <==
| name | cells |
|---|---|
| D_last.Q | 1 |
| genblk1.D.Q | 15 |
| seed | 16 |
==> metal layers <==
metal	GRT usage	part of all wire	wire, um	vias up
li1	-	-	-	317
met1	0.04363	0.41	1051	270
met2	0.06149	0.46	1198	23
met3	0.02890	0.12	317	3
met4	0.005766	0.0070	18	0
met5	0	0	0	-
==> layout make-up <==
type / count / area share
flip-flops and latches: 32 / 0.4102
well taps: 111 / 0.08824
clock buffers: 6 / 0.04610
clock inverters: 1 / 0.003180
multi-input cells: 38 / 0.2091
repair buffers: 38 / 0.2432
==> power groups by stage <==
stage	clock network [W]	registers [W]	logic (W)
finish	0.000599	0.000940	0.000198
global route	0.000668	0.000948	0.000220
CTS	0.000631	0.000941	0.000205
==> repair_timing <==
| item | CTS | global route |
|---|---|---|
| buffers inserted | 0 | 0 |
| gates resized | 2 | 1 |
| endpoints found under the setup margin | 1 | 1 |
==> cells by family (layout without fill, tap and decap cells) <==
| group | count (synthesis) | after routing | share of synthesized area |
|---|---|---|---|
| buf+inv | 19 | 45 | 0.1379 |
| xor+xnor | 3 | 3 | 0.02336 |
| flops | 32 | 32 | 0.5695 |
| mux | 13 | 13 | 0.1435 |
| simple gates | 19 | 19 | 0.1123 |
| compound gates | 3 | 3 | 0.01334 |
==> worst min-delay path by stage <==
stage	start	end	slack, ns	depth (start not counted)
global route	seed[13]	genblk1[13].D.Q	0.46	1
CTS	seed[13]	genblk1[13].D.Q	0.44	1
finish	seed[0]	genblk1[0].D.Q	0.43	1
Power and IR drop assume default switching activity.
